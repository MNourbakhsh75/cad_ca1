File: design.v
`timescale 1ns / 1ns
module memory #(parameter DW = 8, m = 8 , n = 8) (
		input clk,
		input readEN,
		input writeEN,
		input ramEN,
		input [(m + n)-1:0] addr,
		input [(m + n)-1 :0] data_in,
		output reg [DW-1:0] data_out
    );
	(*RAM_STYLE="BLOCK"*)
  reg [DW-1:0] mat [m*n-1:0];  
    always @(posedge clk) begin
        if (ramEN)
            if (writeEN)
                mat[addr] <= data_in;
            else if(readEN)
                data_out <= mat[addr];
    end
endmodule
File: run.sh
#!/bin/bash
# OpenROAD 26Q1-2900-gdf79404cd8, Yosys 0.63+post, stock flow scripts
make -C /OpenROAD-flow-scripts/flow DESIGN_CONFIG=/design/flow/config.mk WORK_HOME=/design/flow/orfs finish
File: config.mk
export PLATFORM = sky130hd
export DESIGN_NAME = memory
export DESIGN_NICKNAME = memory
export VERILOG_FILES = /design/flow/design.v
export SDC_FILE = /design/flow/constraint.sdc
export NUM_CORES = 4
export LEC_CHECK = 1
export CORE_UTILIZATION = 50
File: constraint.sdc
current_design memory

set clk_period 7.8
set clk_io_pct 0.2

create_clock -name clk0 -period $clk_period [get_ports {clk}]

set non_clock_inputs [all_inputs -no_clocks]
set_input_delay [expr $clk_period * $clk_io_pct] -clock clk0 $non_clock_inputs
set_output_delay [expr $clk_period * $clk_io_pct] -clock clk0 [all_outputs]
==> job_summary.md <==
## PnR job results

| Metric | Value |
|---|---|
| Port bufs | `25` |
| CP Capture Type | `flop` |
| Vias in the first global route | `roughly 12000` |
| Final hold vios | `0` |
| Setup Buffers After CTS | `0` |
| # setup viols final | `0` |
| R2R Path End | `data_out[2]` |
| Clock root buffer | `clkbuf_16` |
| Worst hold path class | `reg -> reg` |
| Clock-pin transition on the worst setup and hold timing paths | `60 ps` |
| Die W | `205.4 um` |
| Rel. slew slack | `0.3728` |
| Worst Path Arrival | `between 4000 and 5000 ps` |
| Clock Sinks | `520` |
| Iter 0 DRT Violations | `approximately 800` |
| Placed cell areas | `about 21000 um2` |
| Worst path buffer plus inverter count | `3` |
| Number of synthesized flops with an enable pin | `520` |
| Hold buffers post-CTS | `0` |
| Max Freq | `227.6 MHz` |
| Grt peak-use layer | `met1` |
| Met3 usage | `0.1474` |
| TritonCTS clock tree | `yes` |
| Drt drc | `0` |
| PwrDens | `251.4 nW/um2` |
| Tmin final | `4393 ps` |
| GRT met2 Usage | `0.3839` |
| Die H | `205.4 um` |
| LEAKAGE | `roughly 0.0072 uW` |
| P&R area growth vs syn | `11.05%` |
| DIE AREA | `42200 um2` |
| Initial antenna violation count | `0` |
| First-pass GRT wire length | `74570 um` |
| Worst path depth | `6` |
| Reg2reg start | `mat[22][2]` |
| Sequential share of the synthesized area | `0.7547` |
| R2R setup slack | `roughly 5500 ps` |
| Worst Tran Pin Value | `~940 ps` |
| Post-CTS resize count | `0` |
| Critical Path Slowest Stage Cell | `nor2_1` |
| Tcrit/Tclk final | `0.5632` |
| Antenna viol nets, final | `0` |
| First-pass detailed-route iteration total | `7` |
| CP Max Fanout | `64` |
| Setup crit start kind | `input pin` |
| Final Cell Area | `approximately 23000 um2` |
| Antenna Cells | `0` |
| Registers, synthesis | `520` |
| Outcome | `finished clean` |
| Fp_density | `0.5067` |
| Max IR drop VDD | `151.1 uV` |
| Total global-route track usage | `0.2751` |
| Synth warn | `1` |
| Main flop type | `edfxtp_1` |
| R2R cell count | `5` |
| I/O pin count | `around 44` |
| RSZ-0062 raised after global routing | `no` |
| Asr flop ratio synth | `0` |
| Setup_tns | `0 ps` |
| Required time worst endpoint | `roughly 8000 ps` |
| Gr ovfl total | `0` |
| Critical path class | `in -> reg` |
| Critical Path Start | `addr[1]` |
| DR WL/cell | `27.84 um` |
| Site row count | `74` |
| CTS buffer count | `53` |
| Overall power | `5776 uW` |
| Largest net degree at the start of global routing | `between 70 and 80` |
| H-tree depth | `2` |
| Avg Cell Area, Syn | `17.26 um2` |
| Clk latency late pin | `590 ps` |
| CP cell instances | `buf_6 -> buf_4 -> nor2b_2 -> buf_4 -> nand2_1 -> nor2_1` |
| Via/cell ratio | `around 6.2` |
| Area of the mapped netlist | `20690 um2` |
| Total number of vias | `approximately 11000` |
| CTS max path bufs | `3` |
| Number of fill cells | `just over 3000` |
| Tool warnings | `between 40 and 50` |
| Cells after Synth | `about 1200` |
| Clk_skew | `21.61 ps` |
| Total Wirelength | `50160 um` |
| Most used cell, CP | `buf_4` |
| CP Capture Point | `mat[9][4]` |
| Max_cap viols | `0` |
| Delay-heaviest family, CP | `simple AND/OR/NAND/NOR gates` |
| Core area | `roughly 41000 um2` |
| Gp weighted congestion | `0.8990` |
| DPL Wire Length | `between 20000 and 30000 um` |
| Yosys stat area | `20690 um2` |
| Distinct cell type count after synthesis | `55` |
| Met1 usage | `0.4187` |
| Largest stage delay, worst path | `around 860 ps` |
| Ys cells | `about 1200` |
| Final Slew Violations | `0` |
| Fraction of layout cells with a size suffix above 1 | `0.1425` |
-- layer usage --
| metal | vias to the layer above | routed length [um] | share of wire |
|---|---|---|---|
| li1 | 4966 | - | - |
| met1 | 5544 | 19070 | 0.38 |
| met2 | 549 | 22980 | 0.46 |
| met3 | 109 | 6266 | 0.12 |
| met4 | 2 | 1790 | 0.036 |
| met5 | - | 58 | 0.0012 |
-- sequential cells by signal, indices dropped and copies added, names as in the netlist --
signal / flops
mat: 512
data_out: 8
-- cells by family (layout without fill, tap and decap cells) --
family / count (synthesis) / count (layout) / synth area share
AND/OR/NAND/NOR: 241 / 241 / 0.06083
AND-OR/OR-AND: 243 / 243 / 0.08950
buffers and inverters: 90 / 161 / 0.02564
multiplexers: 105 / 105 / 0.06936
flip-flops: 520 / 520 / 0.7547
-- cells in the mapped netlist (all sizes together) (22+ instances only) --
library cell  number  area share
mux4              27       0.029
a22oi             52       0.019
a221oi            63       0.027
nor2              82       0.015
buf               56       0.019
nand2b            31      0.0094
mux2              25       0.014
clkbuf            30      0.0054
nand2             34      0.0062
o21ai             22      0.0053
mux2i             53       0.026
a21oi             26      0.0063
edfxtp           520        0.75
-- area by class of cell --
type,count,area (um2),area share
repair buffers,63,505.5,0.02200
clock buffers,70,1433,0.06235
well taps,532,665.6,0.02897
clock inverters,24,190.2,0.008277
multi-input cells,589,4553,0.1982
inverters,4,15.01,0.0006535
flip-flops and latches,520,15620,0.6796
-- worst min-delay path: cells and delay by family (launching register included) --
kind	cells	cell delay, ps
DFF	1	320
and+or+nand+nor	2	160
AOI/OAI and AO/OA	2	170
-- worst min-delay path by stage --
| stage | cells after the start | from | end | slack [ps] |
|---|---|---|---|---|
| CTS | 4 | mat[10][4] | data_out[4] | 740 |
| global route | 4 | mat[15][4] | data_out[4] | 800 |
| finish | 4 | mat[10][4] | data_out[4] | 740 |
-- per-stage QoR --
stage / instances / setup slack, ps / hold slack [ps] / util
4_1_cts: 1802 / 3453 / 741.1 / 0.5627
3_3_place_gp: 1708 / 2841 / 765.2 / 0.5230
6_report: 1802 / 3407 / 739.5 / 0.5627
2_1_floorplan: 1199 / 4467 / 664.9 / -
3_5_place_dp: 1708 / 2820 / 749.5 / 0.5230
5_1_grt: 1802 / 3233 / 802.7 / 0.5627
-- layout by cell type, fill, tap and decap left out, types with 26 or more instances in the layout --
cell type  instances
nand2_1           34
clkbuf_16         55
a221oi_1          61
a21oi_1           26
mux4_2            27
edfxtp_1         520
nand2b_1          31
mux2i_1           53
buf_4             37
nor2_1            80
a22oi_1           52
-- power by group --
part	switching, uW	internal (uW)
clock network	1000	1380
registers	2.49	3090
logic	208	94.5
total	1210	4560
Power is estimated from default activity; no workload was simulated.
