==> /design/flow/design.v <==
`timescale 1ns / 1ns
module controller #(parameter m = 8 , n = 8)(
		input start,
		input rst, clk,
		output reg m1EN, m2EN, m3EN, m1rEN, m2rEN, m3rEN, m1wEN, m2wEN, m3wEN,
		output reg mult_ld,
		output reg [1:0] shift_cnt,
		output reg mult_rst,
		output reg [(m + n)-1:0] addr1, addr2, addr3,
		output reg done
    );
	 (* FSM_ENCODING="SEQUENTIAL", SAFE_IMPLEMENTATION="NO" *)
	parameter sum_MN = m + n - 1;
	reg [5:0] ps;
	reg [sum_MN:0] readi;
	reg [sum_MN:0] i;
	reg [sum_MN:0] j;
	reg [sum_MN:0] k;
	reg [7:0] outi;
	always @(posedge clk) begin
		if(rst) begin
			ps = 6'd0;
			outi = 8'd0;
			done = 1'b0;
			shift_cnt = 2'd0;
			readi = {sum_MN{1'b0}};  
			i = {sum_MN{1'b0}};  
			j = {sum_MN{1'b0}};  
			k = {sum_MN{1'b0}};
		end 
		else begin
			{m1EN, m2EN, m3EN, m1rEN, m2rEN, m3rEN, m1wEN, m2wEN, m3wEN, mult_ld, mult_rst}=11'b00000000000;
			case (ps)
				0: begin 
					ps = start ? 6'd1 : 6'd0;
				end
				1: begin 
					m1EN = 1'b1;
					m1wEN = 1'b1;
					addr1 = readi;
					readi = readi + 1;  
					if(readi >= (m*n) ) begin
						ps = 6'd2;
						readi = 8'd0;
					end
				end
				2: begin 
					m2EN = 1'b1;
					m2wEN = 1'b1;
					addr2 = readi;
					readi = readi + 1; 	 
					if(readi >= (m*n) ) begin
						ps = 6'd3;
						readi = 8'd0;
					end
				end
				3: begin
					addr1 = (n * i) + k;
					addr2 = j + (m * k);
					m1rEN = 1'b1;
					m2rEN = 1'b1;
					m1EN = 1'b1;
					m2EN = 1'b1;
					k = k + 1;
					ps = 6'd4;
				end
				4: begin
					mult_ld = 1'b1;
					if(k > n-1) begin
						ps = 6'd5;
						k = {sum_MN{1'd0}};
					end
					else begin
						ps = 6'd3;
					end
				end
				5: begin
					mult_rst = 1'b1;
					m3EN = 1;
					m3wEN = 1;
					addr3 = (m * i) + j;						
					j = j + 1;
					if(j > m-1) begin
						i = i + 1;
						ps = 6'd6;
						j = {sum_MN{1'd0}};
					end 
					else begin
						ps = 6'd3;
					end
				end
				6: begin
					if(i > m-1) begin
						ps = 6'd7;
					end
					else begin
						ps = 6'd3;
					end
				end
				7: begin
					addr3 = outi;
					m3EN = 1;
					m3rEN = 1;
					ps = 6'd8;		
				end
				8: begin
					if(outi >= m*m) begin
						done = 0;
					end
					else begin
						done = 1;
						outi = outi + 1;
						ps = 6'd7;
					end
				end
				default ps=0;
			endcase
		end
	end
endmodule
==> /design/flow/run.sh <==
#!/bin/bash
# OpenROAD 26Q1-2900-gdf79404cd8, Yosys 0.63+post, stock flow scripts
make -C /OpenROAD-flow-scripts/flow DESIGN_CONFIG=/design/flow/config.mk WORK_HOME=/design/flow/orfs finish
==> /design/flow/config.mk <==
export PLATFORM = sky130hd
export DESIGN_NAME = controller
export DESIGN_NICKNAME = controller
export VERILOG_FILES = /design/flow/design.v
export SDC_FILE = /design/flow/constraint.sdc
export NUM_CORES = 4
export LEC_CHECK = 1
export CORE_UTILIZATION = 40
==> /design/flow/constraint.sdc <==
current_design controller

set clk_period 3.7
set clk_io_pct 0.2

create_clock -name clk0 -period $clk_period [get_ports {clk}]

set non_clock_inputs [all_inputs -no_clocks]
set_input_delay [expr $clk_period * $clk_io_pct] -clock clk0 $non_clock_inputs
set_output_delay [expr $clk_period * $clk_io_pct] -clock clk0 [all_outputs]
==> out/results.tsv <==
stage	metric	value	unit
sta	Tightest Pin Transition	0.782	ns
global_routing	number of global-route vias before repair	5747	
cts	post-cts hold buffer count	0	
synth	Flops after synth	139	
run_status	status	complete, no violations	
sta	Peak Freq	340	MHz
pwr	Pleak	3.48	nW
routing	routed via count	6083	
min_path	HP Class	flip-flop to flip-flop	
critical_path	type of origin of the critical path	flip-flop	
finish	area delta synth->final	18.3	%
critical_path	Worst Path Arrival	3.29	ns
critical_path	WS Path Type	flip-flop to flip-flop	
synth	ys async rst share	0	
min_path	critical hold path startpoint	ps[0]	
critical_path	FF-to-FF setup slack	0.76	ns
cts	clock latency (worst-skew pair)	0.42	ns
sta	Final Hold Viols	0	
critical_path	worst r2r path cells	9	
sta	Final min period	2.94	ns
critical_path	worst path cell trace	ha_1, nand4_1, nor3b_1, mux2_2, nand4_1, nor3_2, buf_4, or4_1, a21oi_1	
synth	Gate Count Post-Synth	800	
sta	setup_tns	0	ns
placement	routability cong.	0.937	
cts	buffer count from post-CTS setup fixing	0	
floorplan	fp util	0.415	
sta	final setup fails	0	
synth	Yosys cell types	65	
routing	drt wl/cell	17.0	um
placement	HPWL after DPL	13600	um
sta	clock skew	0.00653	ns
routing	routed wire length	18700	um
cts	clk buf depth	2	
global_routing	initial antenna violation count	1	
cts	CTS tree	built	
floorplan	Core Footprint	18200	um2
finish	Finished Cell Area	8940	um2
routing	Iter 0 DRT Violations	386	
sta	relative slew slack	0.478	
sta	Slew Viols, Final	0	
cts	post-CTS sizing	0	
pwr	Peak VDD IR	314	uV
synth	Synth Cell Area	7560	um2
synth	YS warnings	1	
critical_path	most used cell along the critical path	nand4_1	
min_path	hold worst-path end	ps[0]	
placement	# port buffers	62	
pwr	total power	3.24	mW
finish	share of post-route cells with drive strength above 1	0.0791	
run	MaxCap Viol Count	0	
routing	vias per inst	5.52	
synth	Post-Syn Area per Cell	9.44	um2
sta	RSZ-0062 raised after global routing	no	
global_routing	overall overflow remaining after global route	0	
critical_path	largest fanout on the critical path	32	
floorplan	Die Ht	139	um
synth	Yosys chip area	7560	um2
min_path	Hold Crit Depth	2	
cts	CTS buffer count	17	
pwr	power per standard cell area	363	nW/um2
critical_path	R2R Path Start	j[1]	
floorplan	FP Rows	49	
critical_path	worst r2r dst	i[10]	
synth	yosys stat cell total	800	
finish	Filler cells	1673	
critical_path	Worst path max stage delay	0.53	ns
run	OpenROAD warning count	27	
critical_path	Worst EP required	4.05	ns
floorplan	DIE AREA	19400	um2
routing	DR DRC count	0	
floorplan	Die X	139	um
global_routing	first-pass GRT wire length	30300	um
global_routing	Total Routing Usage GR	0.208	
cts	root buffer cell	clkbuf_16	
placement	Post-DP Area	8380	um2
cts	clk sink count	139	
cts	clk slew on worst S/H paths	0.06	ns
routing	Pre-antenna DRT Iters	5	
synth	register area share after synthesis	0.444	
global_routing	pin count of the biggest net entering global routing	43	
critical_path	CP top delay family	simple AND/OR/NAND/NOR gates	
sta	Final period util	0.794	
critical_path	CP bufs+invs	1	
routing	number of diodes	0	
synth	count of library flops with an enable pin	57	
floorplan	# IOs	65	
routing	post-route ant nets	0	
critical_path	crit path capture type	flip-flop	
critical_path	slowest stage cell, crit path	or4_1	
synth	Most common reg cell	dfxtp_1	
cts	Max H-tree Level	4	
==> where the power goes <==
| part | internal (mW) | total, mW | leakage (nW) | switching, mW |
|---|---|---|---|---|
| clock network | 0.942 | 1.58 | 0.284 | 0.636 |
| logic | 0.0264 | 0.0569 | 2.00 | 0.0304 |
| registers | 1.60 | 1.61 | 1.19 | 0.00634 |
==> metrics by stage <==
stage | util | hold slack, ns | setup slack (ns) | std cells
final | 0.491 | 0.469 | 0.762 | 1101
after floorplan | - | 0.406 | 1.12 | 801
after global routing | 0.491 | 0.485 | 0.615 | 1101
after detailed placement | 0.460 | 0.458 | 0.844 | 1069
after CTS | 0.491 | 0.468 | 0.816 | 1101
after global placement | 0.460 | 0.445 | 0.925 | 1069
==> kinds of logic after synthesis <==
group,after synthesis,share of synthesized area
adders and majority gates,45,0.0775
muxes,12,0.0171
xor gates and xnor gates,38,0.0440
buffers and inverters,58,0.0316
AOI/OAI and AO/OA,188,0.165
other,1,0.000496
DFF,139,0.444
and+or+nand+nor,319,0.220
==> cells in the mapped netlist (all sizes together), types with 11 or more instances <==
| cell type | count | area (um2) |
|---|---|---|
| a21oi | 50 | 250 |
| nor3 | 25 | 130 |
| ha | 42 | 526 |
| nor2 | 60 | 225 |
| nand3 | 29 | 145 |
| and2 | 26 | 163 |
| or2 | 11 | 68.8 |
| nand2 | 72 | 270 |
| xnor2 | 28 | 245 |
| a31oi | 11 | 75.1 |
| clkbuf | 20 | 75.1 |
| nand4 | 16 | 106 |
| edfxtp | 57 | 1710 |
| or3 | 11 | 75.1 |
| nor4 | 14 | 87.6 |
| and3 | 13 | 82.6 |
| buf | 11 | 62.6 |
| inv | 27 | 101 |
| nor2b | 12 | 75.1 |
| dfxtp | 82 | 1640 |
| a21o | 11 | 82.6 |
| o21ai | 36 | 180 |
==> worst max path at each step <==
| stage | from | endpoint | slack (ns) | cells after the start |
|---|---|---|---|---|
| finish | j[1] | i[10] | 0.76 | 9 |
| global route | j[4] | i[10] | 0.62 | 8 |
| CTS | j[1] | i[10] | 0.82 | 9 |
==> worst reg2reg max path: cells and delay by family (launching register included) <==
family	cells	cell delay, ns
simple gates	5	1.37
flops	1	0.46
mux	1	0.38
fa+ha+maj	1	0.28
buf+inv	1	0.23
compound gates	1	0.15
==> flip-flops by register name, summed over array words and instances, names as in the netlist, 8 cells and up <==
register and flops:
readi 16, addr3 16, addr1 16, ps 9, addr2 16, i 16
j 16, k 16, outi 8
==> area by class of cell <==
| cell class | instances | area, um2 | share of cell area |
|---|---|---|---|
| Sequential cell | 139 | 3350 | 0.375 |
| Timing Repair Buffer | 70 | 676 | 0.0756 |
| Multi-Input combinational cell | 604 | 3970 | 0.444 |
| Inverter | 27 | 101 | 0.0113 |
| Clock buffer | 20 | 489 | 0.0547 |
| Clock inverter | 12 | 68.8 | 0.00770 |
| Tap cell | 229 | 287 | 0.0320 |
==> routing by layer <==
metal / GRT usage / part of all wire
met3: 0.0445 / 0.063
met1: 0.324 / 0.47
met2: 0.310 / 0.44
met4: 0.0398 / 0.021
met5: 0 / 0
==> layout by cell type, fill, tap and decap left out, drive strengths merged, types with 10 or more instances in the layout <==
| cell type | Yosys | layout |
|---|---|---|
| a21o | 11 | 11 |
| a21oi | 50 | 50 |
| a31oi | 11 | 11 |
| and2 | 26 | 26 |
| and3 | 13 | 13 |
| clkbuf | 20 | 20 |
| clkdlybuf4s50 | 0 | 61 |
| clkinv | 0 | 12 |
| dfxtp | 82 | 82 |
| edfxtp | 57 | 57 |
| ha | 42 | 42 |
| inv | 27 | 27 |
| nand2 | 72 | 72 |
| nand3 | 29 | 29 |
| nand4 | 16 | 16 |
| nor2 | 60 | 60 |
| nor2b | 12 | 12 |
| nor3 | 25 | 25 |
| nor4 | 14 | 14 |
| o21ai | 36 | 36 |
| o41ai | 10 | 10 |
| or2 | 11 | 11 |
| or3 | 11 | 11 |
| xnor2 | 28 | 28 |
| xor2 | 10 | 10 |
Power and IR drop assume default switching activity.
