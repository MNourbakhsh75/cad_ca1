===== flow/run.sh =====
#!/bin/bash
# OpenROAD 26Q1-2900-gdf79404cd8, Yosys 0.63+post, stock flow scripts
make -C /OpenROAD-flow-scripts/flow DESIGN_CONFIG=/design/flow/config.mk WORK_HOME=/design/flow/orfs finish

===== flow/config.mk =====
export PLATFORM = sky130hd
export DESIGN_NAME = memoryFinall
export DESIGN_NICKNAME = memoryFinall
export VERILOG_FILES = /design/flow/design.v
export SDC_FILE = /design/flow/constraint.sdc
export NUM_CORES = 4
export LEC_CHECK = 1
export CORE_UTILIZATION = 50

===== flow/constraint.sdc =====
current_design memoryFinall

set clk_period 18.0
set clk_io_pct 0.2

create_clock -name clk0 -period $clk_period [get_ports {clk}]

set non_clock_inputs [all_inputs -no_clocks]
set_input_delay [expr $clk_period * $clk_io_pct] -clock clk0 $non_clock_inputs
set_output_delay [expr $clk_period * $clk_io_pct] -clock clk0 [all_outputs]

===== flow/design.v =====
`timescale 1ns / 1ns
module memoryFinall #(parameter DW = 8, m = 8 , n = 8) (
		input clk,
		input readEN,
		input writeEN,
		input ramEN,
		input [(m + n)-1:0] addr,
		input [2*DW-1:0] data_in,
		output reg [2*DW-1:0] data_out
    );
	 (*RAM_STYLE="BLOCK"*)
   reg [2*DW-1:0] mat [m*n-1:0];
  always @(posedge clk)
      if (ramEN)
        if (writeEN)
          mat[addr] <= data_in;
        else if(readEN)
            data_out <= mat[addr];
endmodule

==> deck_impl_summary.md <==
Run Summary

Synth
  • Yosys cell count: roughly 2,300
  • Synth area leaders: edfxtp_1 77%, mux4_2 3.3%, a22oi_1 2.9%
  • Post-synthesis register bit count: 1,040
  • Avg Inst Size Synth: 17.83 um2
  • Post-Synthesis Cells: approximately 2,300
  • Mapped Area: between 40,000 and 50,000 um2
  • Chip Area, Yosys: 40,560 um2
  • Largest area contributor in the netlist: edfxtp_1
  • Yosys warns: 1
  • Async S/R FF share, synth: 0
  • Commonest cells post-synth: 1,040 x edfxtp_1, 158 x a22oi_1, 112 x a221oi_1, 91 x nand2_1, 79 x mux2i_1
  • Most used DFF post-synth: edfxtp_1
  • Most common cell in the netlist: edfxtp_1
  • Seq/Total Area, Yosys: 0.7700
  • Number of enable flip-flop cells: 1,040
  • Cell Type Count: 50
  • Synth top area share: 0.7700

Power
  • Peak VDD IR: approximately 0.091 mV
  • Internal Power: 0.003928 W
  • Pwr Density: around 110 nW/um2
  • Clock share of power: 0.412
  • P_leak: around 15 nW
  • Comb power frac: 0.053
  • Psw: between 0.001 and 0.0015 W
  • Switching share of power: 0.2149
  • Reg power frac: 0.535

Routing
  • Total number of vias: 22,193
  • Post-route ant nets: 0
  • Final WL: around 100,000 um
  • Detailed-route wire length per cell: slightly below 30 um
  • Post-route DRC: 0
  • Vias per cell: around 6.3
  • Initial drt markers: ~1,700
  • DRT Pass-1 Iters: 5

GRT
  • GRT overflow: 0
  • Met1 global-route usage: 0.4027
  • Largest net degree at the start of global routing: about 94
  • Antenna violations before repair: 2
  • Busiest grt layer: met2
  • First-pass GRT wire length: 152,700 um
  • Met2 Track Usage GR: 0.4147
  • GR Util All Layers: 0.2900
  • Number of global-route vias before repair: about 23,000
  • Grt met3 use: 0.1891

Layout
  • Layout cells sized above 1: 0.1733
  • Fin area: around 46,000 um2
  • Final Non-Filler Cells: around 3,500
  • Synth-to-layout area growth: 12.59%

Setup path
  • CP endpoint kind: flip-flop
  • CP most frequent cell: buf_4
  • Buf/Inv on CP: 3
  • Crit-path max cell delay: 640 ps
  • WP data arrival: 7470 ps
  • Crit Path Category: input port to flip-flop
  • Worst EP required: roughly 18,000 ps
  • Critical path's top delay family: buffers and inverters
  • Critical path's slowest cell: buf_4
  • Crit start category: input port
  • CP max FO: between 90 and 100
  • Critical path, cell by cell: buf_8, buf_4, buf_4, mux2_2, a221o_1, a22oi_1, a2bb2oi_1, nand4_1

CTS
  • Total CTS buffers: 103
  • Setup bufs post-CTS: 0
  • Clock-pin slew on the worst setup and hold paths: about 60 ps
  • Hold buffer count at CTS: 0
  • Clock tree buffer depth: 3
  • Clock Sink Count: around 1,000
  • PostCTS Resize Cnt: 0
  • Clk root buf: clkbuf_16
  • H-tree levels: 3
  • Clk latency late pin: around 670 ps
  • CTS tree: done

STA
  • Clk_skew: 23.79 ps
  • Hold_ws: approximately 670 ps
  • Period minus WS final: a little over 7000 ps
  • Fmax: about 140 MHz
  • Final Max Tran Viols: 0
  • Tightest Pin Transition: about 1100 ps
  • Setup violation total in the final timing report: 0
  • Final period util: 0.3990
  • TNS Setup: 0 ps
  • RSZ-0062 raised after global routing: false
  • Hold Fails Final Rpt: 0
  • Slew margin rel.: 0.2696

Die
  • Initial Util: 0.5044
  • Rows: around 100
  • I/O pin total: about 52
  • Placeable Area: around 80,000 um2
  • Die H: 286.8 um
  • Die ar.: 82,260 um2
  • Die width: between 200 and 300 um

Placed design
  • Port bufs: 41
  • Hpwl dp: between 60,000 and 70,000 um
  • DP Cell Count: 3,343
  • GPL Wtd Cong: between 0.9 and 1
  • Dpl cell area: 42,400 um2

Flow run
  • Tool warning count: 36
  • # Max-Cap Violations: 0

Min path
  • HP Class: flip-flop to flip-flop

Status
  • Outcome: finished clean
power by group through the flow:
stage,logic [W],registers (W),clock network [W]
CTS,0.000262,0.00268,0.00209
global route,0.000282,0.00268,0.00218
finish,0.000263,0.00268,0.00206
metrics by stage:
stage	util	total power [W]	setup slack (ps)
final	0.5679	0.005004	10820
after global placement	0.5273	0.002987	10330
after detailed placement	0.5273	0.002992	10280
after floorplan	-	0.002870	12170
after CTS	0.5678	0.005027	10970
after global routing	0.5678	0.005140	10800
placed cells by master, fill, tap and decap left out, types with 14 or more instances in the layout:
master              n
clkbuf_1           20
nor3b_1            33
a221oi_1          112
a21oi_1            46
mux2_2             42
a221o_1            14
mux2i_1            79
clkinv_2           29
a22oi_1           158
nor3_1             23
buf_2              16
nand2_1            91
o21ai_0            34
o22ai_1            73
mux4_2             59
clkdlybuf4s50_1    22
o221ai_1           17
and3_1             32
clkbuf_16         105
clkinv_1           21
buf_4             131
nand4_1            16
nor2_1             68
nand2b_1           51
edfxtp_1         1040
registers in the layout (all words and copies together) (netlist names):
name      count
mat        1024
data_out     16
per-layer routing:
metal  up-vias  part of all wire
met3       192              0.15
met2      1381              0.47
met1     10956              0.35
met5         -           0.00059
met4         4             0.033
li1       9660                 -
cell families after synthesis:
family,synth area share
flip-flops,0.7700
buffers and inverters,0.02181
multiplexers,0.06845
AND-OR/OR-AND,0.09390
AND/OR/NAND/NOR,0.04584
final timing paths:
check | from | to | slack [ps] | cells past startpoint
setup reg to reg | mat[33][8] | data_out[8] | 15330 | 5
hold / removal | mat[29][9] | data_out[9] | 670 | 3
hold reg to reg | mat[29][9] | data_out[9] | 670 | 3
setup / recovery | addr[1] | data_out[12] | 10820 | 8
worst min-delay path: stages, from the launching register on:
cell,delay [ps]
edfxtp_1,320
a22oi_1,60
a2bb2oi_1,130
nand4_1,60
area by class of cell:
type / instances / area [um2]
Antenna cell: 1 / 2.502
Clock inverter: 67 / 558.0
Sequential cell: 1040 / 31230
Tap cell: 1060 / 1326
Fill cell: 5907 / 34750
Inverter: 6 / 25.02
Timing Repair Buffer: 172 / 1325
Clock buffer: 125 / 2703
Multi-Input combinational cell: 1065 / 8496
Power and IR drop assume default switching activity.
